## design/flow/run.sh

```bash
#!/bin/bash
# OpenROAD 26Q1-2900-gdf79404cd8, Yosys 0.63+post, stock flow scripts
make -C /OpenROAD-flow-scripts/flow DESIGN_CONFIG=/design/flow/config.mk WORK_HOME=/design/flow/orfs finish
```

## design/flow/config.mk

```make
export PLATFORM = sky130hd
export DESIGN_NAME = signal_delay
export DESIGN_NICKNAME = signal_delay
export VERILOG_FILES = /design/flow/design.v
export SDC_FILE = /design/flow/constraint.sdc
export NUM_CORES = 4
export LEC_CHECK = 1
export CORE_AREA = 10 10 70 70
export DIE_AREA = 0 0 80 80
```

## design/flow/constraint.sdc

```tcl
current_design signal_delay

set clk_period 1.0
set clk_io_pct 0.2

create_clock -name clk0 -period $clk_period [get_ports {clk}]

set non_clock_inputs [all_inputs -no_clocks]
set_input_delay [expr $clk_period * $clk_io_pct] -clock clk0 $non_clock_inputs
set_output_delay [expr $clk_period * $clk_io_pct] -clock clk0 [all_outputs]
```

## design/flow/design.v

```verilog
`timescale 1ns / 1ps
module signal_delay #(
parameter integer DELAY_DEFALUT_CLK=16 
	)
	(
	input clk,     
	input signal_in,  
	output signal_out   
);
	function integer log2(input integer value);
	  begin
	  	value=value-1;
	    for (log2=0; value>0; log2=log2+1)
	      value = value>>1;
	  end
	endfunction
reg [DELAY_DEFALUT_CLK-1:0] shift_regs=-1;
assign signal_out=shift_regs[DELAY_DEFALUT_CLK-1];
		always @(posedge clk) begin : proc_delay
			shift_regs[0]<=signal_in;
		end
genvar i; 
generate
	for (i = 1; i < DELAY_DEFALUT_CLK; i=i+1) begin
		always @(posedge clk) begin : proc_delay
			shift_regs[i]<=shift_regs[i-1];
		end
	end
endgenerate
endmodule
```

==> summary.txt <==
Implementation summary

The run finished with clean final reports. After layout, the worst setup slack is 0.0589 ns. The worst path in the final design needs a cycle of 0.941 ns, including I/O delays and setup.

The min-delay analysis places its worst path in the category flip-flop to flip-flop. The worst hold margin is 0.331 ns. Setup repair after global routing left no endpoint under its margin.

The total number of clock tree sinks is 16. Global routing used 1.15% of the available tracks. The capturing point of the worst reg2reg path is shift_regs[4]. The power share of the combinational group is 0.6%. The floorplan has 21 rows. Counting instances, the worst hold path has a depth of 0. Counting both buffers and inverters, the worst setup path holds a total of 1. The repair_antennas step left the layout with diodes totalling 0. The post-route standard cell area excluding fillers is 434 µm². Yosys reported a register bit count of 16. OpenSTA lists the critical path startpoint as shift_regs[15].

The biggest cell delay along the critical path is 0.31 ns. The maximum fanout encountered on the critical timing path is 1. Across the VDD grid, the largest voltage drop is 1.08 mV.

Entering global routing, the biggest net connects 10 pins. For reference, the critical path cell chain is clkdlybuf4s15_1. Summed over all layers, the routed wires come to 280 µm. The worst path uses 94.1% of the clock period. The cell at the root of the clock tree is sky130_fd_sc_hd__clkbuf_4. After clock tree synthesis, the setup repair step added 0 buffers.

The initial antenna violation count is 0. The fraction of power spent switching nets is 17.0%. The multi-input logic cell count is 0. The final instance count without filler cells is 68. The clock skew after layout is 0.000308 ns.

The placement summary gives the final routability congestion estimate as 0.616. For this run, the detailed router's first-pass iteration total came to 2. The count of final setup violators is 0. The most common logic cell in the final layout is sky130_fd_sc_hd__dfxtp_1. The die height is 80 µm. Per the TritonCTS log, the buffer count is 3.

The area taken by multi-input logic gates is 0 µm². The width of the die is 80 µm. The core footprint is 0.00342 mm². The warning tally printed by Yosys for this design is 1. The number of hold buffers added after CTS was 0.

The detail-routed via count per cell is 1.71. The number of max-slew violations in the final report is 0. More flip-flops sit in one register than any other, and that register is shift_regs.

The worst reg2reg path startpoint is shift_regs[3]. Warnings raised by the tools during the run amount to 25. In this run the layout overhead on the synthesized area is reported as 35.5%. Per the synthesis report, the dominant area consumer among library cells is sky130_fd_sc_hd__dfxtp_1. The placement report lists the number of port buffers as 2. The first-pass GRT wire length is 496 µm. The setup check on the worst reg-to-reg path leaves a slack of 0.59 ns. STA shows the worst reg2reg path with a cell count of 0. In this run the mean area of a mapped cell was 20.0 µm².

Leaving out fill and tap cells, the most frequent cells in the layout are sky130_fd_sc_hd__dfxtp_1 (16), sky130_fd_sc_hd__clkbuf_4 (3), sky130_fd_sc_hd__clkbuf_8 (1), sky130_fd_sc_hd__clkdlybuf4s50_1 (1), sky130_fd_sc_hd__clkdlybuf4s15_1 (1). In the post-synthesis netlist, the biggest area contributors are sky130_fd_sc_hd__dfxtp_1 (100%). The total of max-cap violations is 0. Setup total negative slack on the finished layout was measured at 0 ns. The data required time reported for the critical path is 0.80 ns. In this run, distinct cell masters in the synthesized netlist total 1.

The registers reported with the highest flop counts are shift_regs: 16 flops. Per the Yosys statistics, synthesis produced 16 cells. The power spent charging and discharging nets is 183 µW. The leakage power of the design is 0.000164 µW. The remaining antenna violation count is 0. The cell depth of the worst setup path is 1. The share of cells above drive strength 1 is 18.2%. The data arrival time of the critical path is 0.74 ns. The slowest stage cell on the critical path is sky130_fd_sc_hd__dfxtp_1.

Clock latency on the worst-skew pair, taken at its later pin, is 0.27 ns. The initial standard-cell utilization of the core is 9.38%. Static timing analysis puts the maximum clock frequency at 1.06 GHz.

The top cell type's share of synthesized area is 100%. The number of global-route vias before repair was 109. The category of the worst setup path capture point is an output port.

The netlist area before placement is 320 µm². The total power density per cell area is 2490 mW/mm². The transition time recorded at the tightest slew-check pin is 0.0829 ns. The final timing report lists a hold violation count of 0. The portion of the post-synthesis area used by sequential elements is 100%. The count of placed standard cells including taps is 64.

Looking at the clock tree report, the maximum root-to-sink buffer count equals 2. The floorplan report gives the top-level pin count as 3. TritonCTS built the clock tree.

The kind of cell adding the most delay to the critical path is flip-flops. The residual overflow from global routing is 0. The area of placed instances is 398 µm².

The die outline area is 0.00640 mm². In the CTS report, the clock slew at the register clock pins of the worst setup and hold paths is listed as 0.08 ns. The register with the most flip-flops in the layout has 16 of them. The number of cells produced by synthesis is 16. The number of H-tree levels is 1. The worst-case setup slack after placement is 0.0584 ns.

The slew check shows that the tightest pin keeps a relative margin of 94.5%. The category of the worst setup path launch point is a flip-flop. The share of power burned in registers is 62.7%.

The routed design shows a wire length per standard cell of 4.12 µm. The critical setup path kind is flip-flop to output port. The remaining design rule violation count is 0.

Looking at the power breakdown, the clock network takes 36.7% of the total. The detailed-route via count is 116. The violation tally from detailed-route iteration zero is 3. In this run, post-CTS repair resized a total of 2 instances.

For this run, the chip area from Yosys synthesis comes to 320 µm². The internal power consumption is 897 µW. The end of the critical path is signal_out.
-- through the flow --
stage | util (%) | power [µW]
finish | 12.7 | 1080
global route | 12.7 | 1140
CTS | 12.7 | 1100
detailed placement | 11.6 | 700
global placement | 11.6 | 699
floorplan | - | 690
-- worst min path at each step --
stage | start | end | slack (ns)
final | shift_regs[8] | shift_regs[9] | 0.33
after global routing | shift_regs[4] | shift_regs[5] | 0.34
after CTS | shift_regs[8] | shift_regs[9] | 0.33
-- cells by family after synthesis --
logic type  after synthesis  share of synthesized area (%)
flops                    16                            100
-- synth_stat cells --
cell type                  n
sky130_fd_sc_hd__dfxtp_1  16
-- cell type report --
class	instances	area (µm²)
sequential	16	320
tap	46	57.6
fill	389	2980
timing repair buffer	2	20.0
clock buffer	4	36.3
-- routing by layer --
metal / share of wire (%) / global-route usage (%)
met1: 53 / 1.30
met2: 25 / 0.803
met3: 21 / 2.05
met4: 0 / 0.352
met5: 0 / 0
-- power by group through the flow --
stage	clock network, µW	logic [µW]	registers [µW]
CTS	415	6.49	678
global route	452	6.92	681
finish	397	6.28	677
Power and IR drop assume default switching activity.
