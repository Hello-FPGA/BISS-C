[flow/run.sh]
#!/bin/bash
# OpenROAD 26Q1-2900-gdf79404cd8, Yosys 0.63+post, stock flow scripts
make -C /OpenROAD-flow-scripts/flow DESIGN_CONFIG=/design/flow/config.mk WORK_HOME=/design/flow/orfs finish
[flow/design.v]
`timescale 1ns / 1ps
module s2mm_filter #(
	parameter WIDTH = 32
	)(
	input axis_aclk,
	input axis_aresetn,
	input s_axis_tvalid,
	input [WIDTH-1:0]s_axis_tdata,
	input s_axis_tlast,
	input [WIDTH/8-1:0]s_axis_tkeep,
	output s_axis_tready,
	output m_axis_tvalid,
	output [WIDTH-1:0]m_axis_tdata,
	output m_axis_tlast,
	output [WIDTH/8-1:0]m_axis_tkeep,
	input m_axis_tready,
	input en, 
	input [25:0]counter 
);
wire filter_enable;
reg [25:0]counter_internal;
always @(posedge axis_aclk) begin : proc_counter_internal
	if(~axis_aresetn || ~en) begin
		counter_internal <= 0;
	end else if(counter_internal<=counter && s_axis_tvalid==1'b1 && m_axis_tready==1'b1)begin
		counter_internal <= counter_internal + 1'b1;
	end
end
assign 	filter_enable = counter_internal<=counter && en==1'b1;
assign 	m_axis_tvalid = filter_enable?s_axis_tvalid:'b0;
assign 	m_axis_tdata = filter_enable?s_axis_tdata:'b0;
assign 	m_axis_tlast = counter_internal == counter;
assign 	m_axis_tkeep = filter_enable?s_axis_tkeep:'b0;
assign 	s_axis_tready = m_axis_tready;
endmodule : s2mm_filter
[flow/config.mk]
export PLATFORM = sky130hd
export DESIGN_NAME = s2mm_filter
export DESIGN_NICKNAME = s2mm_filter
export VERILOG_FILES = /design/flow/design.v
export SDC_FILE = /design/flow/constraint.sdc
export NUM_CORES = 4
export LEC_CHECK = 1
export CORE_UTILIZATION = 40
[flow/constraint.sdc]
current_design s2mm_filter

set clk_period 10.5
set clk_io_pct 0.2

create_clock -name clk0 -period $clk_period [get_ports {axis_aclk}]

set non_clock_inputs [all_inputs -no_clocks]
set_input_delay [expr $clk_period * $clk_io_pct] -clock clk0 $non_clock_inputs
set_output_delay [expr $clk_period * $clk_io_pct] -clock clk0 [all_outputs]
==> metrics.cfg <==
[clocking]
post_cts_resized=0
cts.sinks=26
cell_at_the_root_of_the_clock_tree=clkbuf_8
cts.hold.buffers_added=0
cts_inserted_buffers=3
tritoncts=built
clkLatencyLatePin_ns=0.27
worst_setup_hold_path_clk_slew_ns=0.10
post_cts_buffers=0
max_root_sink_buffers=2
htree_levels=1

[logic_synthesis]
number_of_enable_flip_flop_cells=0
synth-async-reset-ratio=0
yosys_most_used_dff=dfxtp_1
synth_flop_count=26
synthDominantCellAreaShare=0.223
post_synth_inst_count=309
synthesis.yosys.warnings=1
post_synth.cell_area_avg_um2=7.55
ys_cells=309
yosysUniqueCellTypes=44
synth.largest_area_cell=dfxtp_1
netlist_top_cells_area=dfxtp_1 22%, ha_1 14%, and3_1 11%, or4_1 5.5%, inv_1 5.1%
yosys-stat-area_um2=2330
ys_seq_frac=0.223
syn-cell-area_um2=2330

[route]
drt_iter0_drc=126
drt_pre_antenna_iters=4
wl_per_cell_um=13.8
number_of_vias_after_detailed_routing=2592
post-route-drc-count=0
viasPerCell=5.46
drt_wl_total_mm=6.56
antenna-diode-count=0
antenna_left=0

[final_timing]
worst_pin_slew_ns=1.02
max_slew_violation_total_from_the_final_report=0
worst_slew_margin_rel=0.305
finalWorstPathRequiredPeriod_ns=7.66
finalClockPeriodUsage=0.729
final_report_hold_violation_count=0
grt_setup_unrepaired=false
finalClockSkew_ns=0.00687
setup_slack_ns=2.84
max_freq_ghz=0.131
setup-tns-final_ns=0
setup_violating_endpoint_count_in_the_final_report=0

[critical_path]
worstPathMaxFanout=37
start_kind=input pin
critPathCaptureType=primary output
critPathMaxStageDelay_ns=0.91
timing.critical_path.mode_cell=clkdlybuf4s50_1
cp.required_ns=8.40
category_of_the_most_critical_setup_path=input pin to primary output
critPathArrivalTime_ns=5.56
crit_chain=clkdlybuf4s50_1, inv_1, ha_1, a21oi_1, o21ai_0, a2111oi_0, o32a_1, and2_1, buf_4, and3_1, clkdlybuf4s50_1
slowest_stage=a2111oi_0

[power]
power.density_cell_area_nw_per_um2=69.7
cellLeakagePower_nw=1.46
worst_ir_drop_vdd_v=0.0000393

[global_routing]
grt.total_usage=0.227
antenna_found_initial=0
grt_pass1_wl_mm=11.0
maximum_number_of_pins_on_one_net_before_global_route_repair=40
grt-ovfl-total=0
grt_pass1_vias=2506

[finish]
largestRegisters=counter_internal: 26 flops
area_growth_pct=49.2
drive_above_1_share=0.0447
largest_register_ffs=26
top_register=counter_internal

[die]
core_area_um2=5570
rows=27
chip_height_um=78.4
io-pin-count=107
die_area_um2=6140
die_width_um=78.4
initial_core_util=0.419

[placed_design]
dp_slack_ns=2.95
port_buffers=105
dpl.hpwl_mm=5.10
routabilityCongestion=0.856

[run_status]
run_status=finished, final reports clean

[worst_hold_path]
timing.hold.worst.class=flip-flop to flip-flop

[flow_run]
openroad.warnings=27
cap_violations=0

where the power goes:
part           switching (W)  leakage [nW]  internal (W)
Combinational      0.0000176          1.21     0.0000411
Sequential       0.000000181         0.209     0.0000987
Clock              0.0000339        0.0357     0.0000510
Yosys cell counts, types with 3 or more instances:
| library cell | count |
|---|---|
| and3_1 | 40 |
| inv_1 | 32 |
| nand2_1 | 31 |
| ha_1 | 27 |
| dfxtp_1 | 26 |
| a21oi_1 | 22 |
| or4_1 | 17 |
| clkbuf_1 | 13 |
| nand4_1 | 11 |
| o31ai_1 | 10 |
| nor2_1 | 8 |
| nand3_1 | 6 |
| o21ai_0 | 6 |
| nor4_1 | 5 |
| o211ai_1 | 5 |
| and2_1 | 4 |
| nand2b_1 | 4 |
| nor3_1 | 4 |
| a211oi_1 | 3 |
| mux2i_1 | 3 |
| or3_1 | 3 |
| or3_2 | 3 |
logic make-up (layout without fill, tap and decap cells):
logic type	after synthesis	in the layout	synth area share
AND-OR/OR-AND	56	56	0.155
XOR/XNOR	1	1	0.00375
adder cells (fa/ha/maj)	27	27	0.145
buffers and inverters	49	143	0.0858
flip-flops	26	26	0.223
multiplexers	3	3	0.0129
AND/OR/NAND/NOR	147	147	0.375
worst paths after layout:
kind / from / to / slack, ns / depth (start not counted)
max reg2reg: counter_internal[7]$_SDFFE_PP0P_ / counter_internal[17]$_SDFFE_PP0P_ / 7.09 / 8
min: counter_internal[15]$_SDFFE_PP0P_ / counter_internal[15]$_SDFFE_PP0P_ / 0.50 / 2
min reg2reg: counter_internal[15]$_SDFFE_PP0P_ / counter_internal[15]$_SDFFE_PP0P_ / 0.50 / 2
max: counter[5] / m_axis_tdata[28] / 2.84 / 11
final cells by class:
class	instances	area, um2
fill	486	2090
multi-input combinational	234	1610
timing repair buffer	107	1070
sequential	26	520
inverter	32	120
tap	72	90.1
clock buffer	3	41.3
clock inverter	1	30.0
through the flow:
stage	cells	cell area (um2)	power, W	utilization	hold slack [ns]
after floorplan	309	2330	0.000118	-	0.455
after global placement	471	3410	0.000160	0.612	0.481
after detailed placement	471	3410	0.000160	0.612	0.485
after CTS	475	3480	0.000245	0.624	0.500
after global routing	475	3480	0.000254	0.624	0.528
final	475	3480	0.000242	0.624	0.500
layer usage:
metal	GRT usage	up-vias	share of wire
met3	0.0449	6	0.077
met4	0.0315	0	0.0095
met5	0	-	0
met1	0.303	1147	0.45
li1	-	1332	-
met2	0.392	107	0.47
critical path, delay by kind of cell:
kind | cells | cell delay, ns
AOI/OAI and AO/OA | 4 | 1.51
adders and majority gates | 1 | 0.32
and+or+nand+nor | 2 | 0.36
buffers and inverters | 4 | 1.27
cell usage in the layout, fill, tap and decap left out, types with 2 or more instances in the layout:
| cell | n |
|---|---|
| and2_1 | 4 |
| nor3_1 | 4 |
| mux2i_1 | 3 |
| o41ai_1 | 2 |
| a211oi_1 | 3 |
| or4_1 | 17 |
| a21oi_1 | 22 |
| o21a_1 | 2 |
| nand4_1 | 11 |
| o31a_1 | 2 |
| buf_4 | 2 |
| and3_1 | 40 |
| nor4_1 | 5 |
| clkbuf_8 | 3 |
| or3_1 | 3 |
| dfxtp_1 | 26 |
| o211ai_1 | 5 |
| nand3_1 | 6 |
| o31ai_1 | 10 |
| nor2_1 | 8 |
| clkdlybuf4s50_1 | 105 |
| nand2b_1 | 4 |
| or3_2 | 3 |
| ha_1 | 27 |
| or4_2 | 2 |
| nand2_1 | 31 |
| o21ai_0 | 6 |
| inv_1 | 32 |
No activity file was given, so power comes from the tool's default toggle rates.
